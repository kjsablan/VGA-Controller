**design/flow/run.sh**
```bash
#!/bin/bash
# OpenROAD 26Q1-2900-gdf79404cd8, Yosys 0.63+post, stock flow scripts
make -C /OpenROAD-flow-scripts/flow DESIGN_CONFIG=/design/flow/config.mk WORK_HOME=/design/flow/orfs finish
```
**design/flow/config.mk**
```make
export PLATFORM = sky130hd
export DESIGN_NAME = VGAwcolor
export DESIGN_NICKNAME = VGAwcolor
export VERILOG_FILES = /design/flow/design.v
export SDC_FILE = /design/flow/constraint.sdc
export NUM_CORES = 4
export LEC_CHECK = 1
export CORE_UTILIZATION = 30
```
**design/flow/constraint.sdc**
```tcl
current_design VGAwcolor

set clk_period 4.3
set clk_io_pct 0.2

create_clock -name clk0 -period $clk_period [get_ports {clk}]

set non_clock_inputs [all_inputs -no_clocks]
set_input_delay [expr $clk_period * $clk_io_pct] -clock clk0 $non_clock_inputs
set_output_delay [expr $clk_period * $clk_io_pct] -clock clk0 [all_outputs]
```
**design/flow/design.v**
```verilog
`timescale 1ns / 1ps
module VGAwcolor(input clk, input rst, output hsync, output vsync, output 
[3:0] red, output [3:0] green, output [3:0] blue);
wire pixclk;
reg [13:0] hcount, vcount;
reg [13:0] counter;
reg [3:0] red,green,blue;
assign pixclk = (counter < 14'd1) ? 1'b1 : 1'b0;
assign hsync = (hcount < 14'd96) ? 1'b0 : 1'b1;  
assign vsync = (vcount < 14'd2) ? 1'b0 : 1'b1;
 always @(posedge clk or negedge rst) begin
 if (~rst) begin  
 counter <= 14'd0;  
 end else begin
 if (counter < 14'd3) begin  
 counter <= counter + 14'd1;
 end else begin
 counter <= 14'd0;
 end
 end
 end
 always @(posedge clk or negedge rst) begin  
 if (~rst) begin  
 hcount <= 14'd0;  
 end else begin
 if ((counter == 14'b0)) begin
   if ((hcount< 14'd799)) begin
      hcount <= hcount + 14'd1;
   end else begin
      hcount <= 14'd0;
   end
 end
 end
 end
 always @(negedge clk or negedge rst) begin  
    if (~rst) begin  
        vcount <= 14'd0;  
     end else begin
    if ((hcount == 14'b0) && (counter == 14'b0))begin
        if (vcount < 14'd520) begin
         vcount <= vcount + 14'd1;
             end else begin
            vcount <= 14'd0;
          end
 end
 end
 end
 always@(*) begin
 if(hcount < 14'd356 && hcount > 14'd143)begin  
 red = 4'b1111;
 end
 end
 always@(*)begin
 if(hcount < 14'd569 && hcount > 14'd357)begin
 green = 4'h000F;
 end
 end
 always@(*)begin
 if(hcount < 14'd783 && hcount > 14'd570)begin 
 blue = 4'b1111;
 end
 end
endmodule
```
==> run summary <==
status - finished with violations
failing checks - negative setup slack
Setup CP Type - reg -> out
Mapped Area - 0.002051 mm^2
Worst EP required - 3.44 ns
Non-Filler Instances - 309
Layout Utilization - 36.90%
Worst Slack Setup Final - -0.1837 ns
worst r2r path cells - 4
Slew headroom - 55.36%
post-synthesis sequential area ratio - 51.25%
Port Buffers - 3
clock slew seen by the registers of the worst setup and hold paths - 0.05 ns
worst skew pair latency - 0.29 ns
post-synth area from yosys stat - 0.002051 mm^2
slowest cell delay on critical path - 0.54 ns
Final Instance Area - 0.002384 mm^2
Starting DRT DRC Count - 62
RR Startpoint - hcount[10]
crit-path cells - or4_4, nor3_2, nand3_1, buf_2
GRT Overall Usage - 10.62%
hpwl dp - 2534 um
cells in synth_stat.txt - 201
Switching Share - 20.40%
reg2reg setup slack - -0.06 ns
largest net degree at the start of global routing - 24
Comb pwr share - 1.7%
row count - 29
Worst Hold Depth - 2
clk sinks - 42
Seq pwr share - 55.9%
Worst Path Arrival - 3.62 ns
Hold WC Path Type - reg -> reg
Worst Hold Endpoint - vcount[13]
hold_ws - 0.4670 ns
Core ar. - 0.006459 mm^2
share of cells above drive strength 1 - 14.66%
RSZ-0062 raised after global routing - true
CP Max Fanout - 2
Reg-to-Reg End - vcount[0]
DRT antenna net count - 0
syn_area_per_cell - 10.20 um^2
WL final - 3609 um
# H-tree levels - 2
Critical Path Slowest Stage Cell - or4_4
Die X-Extent - 84.68 um
die area - 0.007171 mm^2
n_diodes - 0
Final GP Congestion - 0.7930
distinct cell type count after synthesis - 42
total tool warning count - 30
pins over their slew limit - 0
design internal power - 574.8 uW
routed length per instance - 11.68 um
fillers - 642
HP Start - vcount[13]
PwrDens - 303.0 mW/mm^2
Vias - 1506
final tally of setup violations - 14
io pins - 16
Pwr Total - 722.2 uW
total CTS buffers - 5
Layout Skew - 0.006528 ns
Mapped Cells - 201
final hold violation count - 0
Setup crit start kind - flop
ys flops - 42
Slew @ Worst Pin - 0.6671 ns
total global routing overflow - 0
NetSw - 147.3 uW
DRC - 0
Init Core Util - 31.75%
number of global-route vias before repair - 1334
number of max-cap violations - 0
final setup TNS - -0.5037 ns
CP Capture Type - output port
leakage power - 1.112 nW
Clock power frac - 42.4%
initial antenna violation count - 0
Max rail drop VDD - 0.0001584 V
Post-DP Area - 0.002252 mm^2
yosys warns - 1
chip height - 84.68 um
Clock Root Buffer - clkbuf_8
Area Growth Syn to Fin - 16.23%
CTS tree - built
placed cell count - 300
first drt pass iteration count - 4
clock buffer depth - 2
first-pass GRT wire length - 6141 um
Via density - 4.874
Place WS - -0.2028 ns
[repair_timing]
item,in CTS,in global routing
hold buffers,0,0
setup endpoints to repair,15,15
pin swaps,14,5
setup buffers,1,0
resized,7,0
[synthesized netlist by cell type (all sizes together)]
cell,number,area share [%]
a21oi,5,1.4
o31ai,4,1.5
dfrtn,14,17
o31a,1,0.43
conb,2,0.37
nor4b,1,0.43
ha,5,3.1
nor4,4,1.2
nor3,9,2.4
nand4b,1,0.43
dfrtp,28,34
nor3b,1,0.37
o211ai,2,0.73
and2,4,1.2
clkbuf,3,0.55
nand2b,2,0.61
nand4,4,1.2
mux2,1,0.55
a22oi,3,1.1
nand3,9,2.2
nand3b,1,0.37
or4b,1,0.49
or4,4,1.8
a41oi,2,0.85
a22o,9,3.8
nand2,10,1.8
a31oi,7,2.1
inv,5,0.92
nor2b,6,1.8
nor2,19,4.3
buf,13,4.6
or3,1,0.55
o21ai,11,2.7
or2,1,0.31
and3,8,2.4
[power by group through the flow]
| stage | sequential (mW) | combinational, mW | clock, mW |
|---|---|---|---|
| 4_1_cts | 0.404 | 0.0134 | 0.320 |
| 5_1_grt | 0.404 | 0.0154 | 0.332 |
| 6_report | 0.403 | 0.0124 | 0.306 |
[kinds of logic after synthesis]
family	count (synthesis)	share of synthesized area [%]
buffers and inverters	21	6.101
muxes	1	0.5491
DFF	42	51.25
and+or+nand+nor	86	24.04
adders and majority gates	5	3.051
other	2	0.3662
AOI/OAI and AO/OA	44	14.64
[state kept, by name, indices dropped and copies added, names as in the netlist]
register and flops:
vcount 14, hcount 14, counter 14
[critical path: cells and delay by family, from the launching register on]
kind | cells | cell delay [ns]
and+or+nand+nor | 3 | 0.72
buffers and inverters | 1 | 0.11
DFF | 1 | 0.35
[placed cells by master, fill, tap and decap left out, drive strengths merged, types with 2 or more instances in the layout]
master   n
dfrtp   28
conb    24
nor2    19
buf     16
dfrtn   14
o21ai   11
nand2   10
nand3    9
a22o     9
nor3     9
and3     8
a31oi    7
nor2b    6
inv      5
ha       5
clkbuf   5
a21oi    5
nor4     4
nand4    4
o31ai    4
or4      4
and2     4
a22oi    3
nand2b   2
a41oi    2
o211ai   2
clkinv   2
[layer usage]
metal / GRT usage, % / share of wire (%) / up-vias
li1: - / - / 761
met5: 0 / 0 / -
met2: 16.41 / 47 / 16
met4: 1.849 / 1.7 / 0
met3: 1.594 / 2.0 / 6
met1: 16.60 / 49 / 723
[how the worst max path moves through the flow]
| stage | from | to | slack (ns) | cells past startpoint |
|---|---|---|---|---|
| after global routing | vcount[8] | vsync | -0.26 | 4 |
| final | vcount[8] | vsync | -0.18 | 4 |
| after CTS | vcount[4] | vsync | -0.26 | 4 |
[area by class of cell]
type | instances | area (um^2) | share of cell area (%)
Inverter | 5 | 18.77 | 0.7874
Sequential cell | 42 | 1051 | 44.09
Timing Repair Buffer | 17 | 125.1 | 5.249
Tap cell | 77 | 96.34 | 4.042
Clock buffer | 5 | 68.82 | 2.887
Multi-Input combinational cell | 160 | 983.4 | 41.26
Clock inverter | 3 | 40.04 | 1.680
Power and IR drop assume default switching activity.
